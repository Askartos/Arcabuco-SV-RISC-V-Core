### ./design.v
package arcabuco_core_pack;
typedef enum logic [3:0]{ alu_nop2=4'd0,alu_nop1,alu_sll, alu_srl,  alu_sra, alu_add, alu_sub, alu_xor,  alu_or,   alu_and, alu_slt,
                          alu_sltu, alu_eq,  alu_neq, alu_grt, alu_grtu} t_alu_opcode;
typedef enum logic [2:0]{ mul=3'd0, mulh, mulhsu, mulhu, div, divu, rem, remu} t_muldiv_opcode;
localparam [31:0] INIT_PC    =  '0;
localparam [0:0]  MEM_SKIP   = 1'b1;
localparam [0:0]  HAVE_MUL   = 1'b1;
localparam [0:0]  MUL_BUFF   = 1'b1;
localparam int    MUL_STAGES = 2;
localparam [7:0] TCM_BASE=8'h01; 
localparam [7:0] DPB_BASE=8'h02; 
typedef enum logic [5:0] {
    inst_invalid = 6'd0,
    inst_lui     = 6'd1,
    inst_auipc   = 6'd2,
    inst_jal     = 6'd3,
    inst_beq     = 6'd4,
    inst_bne     = 6'd5,
    inst_blt     = 6'd6,
    inst_bge     = 6'd7,
    inst_bltu    = 6'd8,
    inst_bgeu    = 6'd9,
    inst_sb      = 6'd10,
    inst_sh      = 6'd11,
    inst_sw      = 6'd12,
    inst_jalr    = 6'd13,
    inst_lb      = 6'd14,
    inst_lh      = 6'd15,
    inst_lw      = 6'd16,
    inst_lbu     = 6'd17,
    inst_lhu     = 6'd18,
    inst_addi    = 6'd19,
    inst_slti    = 6'd20,
    inst_sltiu   = 6'd21,
    inst_xori    = 6'd22,
    inst_ori     = 6'd23,
    inst_andi    = 6'd24,
    inst_slli    = 6'd25,
    inst_srli    = 6'd26,
    inst_srai    = 6'd27,
    inst_ebreak  = 6'd28,
    inst_csrrw   = 6'd29,
    inst_csrrs   = 6'd30,
    inst_csrrc   = 6'd31,
    inst_csrrwi  = 6'd32,
    inst_csrrsi  = 6'd33,
    inst_csrrci  = 6'd34,
    inst_add     = 6'd35,
    inst_mul     = 6'd36,
    inst_sub     = 6'd37,
    inst_sll     = 6'd38,
    inst_mulh    = 6'd39,
    inst_slt     = 6'd40,
    inst_mulhsu  = 6'd41,
    inst_sltu    = 6'd42,
    inst_mulhu   = 6'd43,
    inst_xor_    = 6'd44,
    inst_div     = 6'd45,
    inst_srl     = 6'd46,
    inst_divu    = 6'd47,
    inst_sra     = 6'd48,
    inst_or_     = 6'd49,
    inst_rem     = 6'd50,
    inst_and_    = 6'd51,
    inst_remu    = 6'd52
} t_instruction;
typedef struct packed {
    logic        mux1_select;    
    logic [1:0]  mux2_select;    
    logic        jump;           
    logic        en;
} if_ctrl_t;
typedef struct packed {
    logic        wen        ;
    logic  [1:0] mux1_select;
    logic        mux2_select;
    logic        mux4_select;
    logic        mux5_select;
} id_ctrl_t;
typedef struct packed {
   logic [4:0]  rd_addr_out ;
   logic [4:0]  rs1_addr_out;
   logic [4:0]  rs2_addr_out;
} rf_addrs_t;
typedef struct packed {
   logic [31:0]   rs1_data_out;
   logic [31:0]   rs2_data_out;
   logic [31:0]   imm_data_out;
   rf_addrs_t     id_ctrl_out;
} id_ex_pipe_t;
typedef struct packed {
t_alu_opcode     alu_selector;
t_muldiv_opcode  muldiv_selector;
logic            muldiv_en;
logic  [1:0]     mux1_select; 
logic  [1:0]     mux2_select;
logic            mux3_select;
} ex_ctrl_cmd_t;
typedef struct packed {
logic comp_res;
logic mul_busy;
logic memory_access;
} ex_ctrl_rsp_t;
typedef struct packed {
    logic [1:0]  write; 
    logic [2:0]  read;  
} mem_ctrl_t;
typedef struct packed {
logic if_flush;
logic if_en;
logic mem_wb_stall;
logic ex_mem_stall;
} pipe_ctrl_t;
endpackage
interface reg_if #( parameter DATA_W=32,
                    parameter ADDR_W=32) ();
    logic [DATA_W-1:0] data_w,data_r;
    logic [ADDR_W-1:0] addr;
    logic              ren, wen;
    modport master(
    input data_r,
    output addr,data_w,wen,ren
    );
    modport slave(
    output data_r,
    input addr,data_w,wen,ren
    );
endinterface
interface mem_if #( parameter DATA_W=32,
                    parameter ADDR_W=32) ();
    logic              valid;
    logic              abort;
    logic              we;
    logic [1:0]        size;
    logic [ADDR_W-1:0] addr;
    logic [DATA_W-1:0] data_w;
    logic [DATA_W-1:0] data_r;
    logic              ready;
    modport master (
        output valid, abort, we, addr, size, data_w,
        input  data_r, ready
    );
    modport slave (
        input  valid, abort, we, addr, size, data_w,
        output data_r, ready
    );
endinterface
package arcabuco_system_config;
  parameter int NPADS=2;
endpackage
import arcabuco_core_pack::*;
module stall_unit (
    input  logic        clk,
    input  logic        rst_n,
    input  logic        preaccess,
    input  logic        transaction,
    input  logic        EX_busy,
    input  logic        HDU_wait,
    input  logic        muldiv,
    input  logic        MEM_done,
    output logic        BUS_trans,
    output logic        IF_ID_stall,
    output logic        MEM_WB_stall,
    output logic        MUL_stall,
    output logic        EX_MEM_stall,
    output logic        MUL_stop,
    output logic        MUL_stb,
    output logic        nWait
);
    logic late_memwait;
    logic later_memwait;
    logic memstop;
    logic access;
    logic memwait;
    logic memwait_skip;
    logic memwait_noskip;
    logic memwait_final;
    always_ff @(posedge clk or negedge rst_n) begin
        if (!rst_n) begin
            late_memwait  <= 1'b0;
            later_memwait <= 1'b0;
            memstop       <= 1'b0;
            access        <= 1'b0;
        end
        else begin
            late_memwait  <= memwait;
            later_memwait <= late_memwait;
            access        <= preaccess;
            case (memstop)
                1'b0: begin
                    if (BUS_trans)
                        memstop <= 1'b1;
                    else
                        memstop <= 1'b0;
                end
                1'b1: begin
                    if (MEM_done)
                        memstop <= 1'b0;
                    else
                        memstop <= 1'b1;
                end
            endcase
        end
    end
    assign BUS_trans = access ? transaction : 1'b0;
    assign memwait_skip   = BUS_trans | (memstop & ~MEM_done);
    assign memwait_noskip = BUS_trans | memstop;
    generate
        if (MEM_SKIP)
            assign memwait_final = memwait_skip;
        else
            assign memwait_final = memwait_noskip;
    endgenerate
    assign memwait = memwait_final;
    logic late_mulbusy;
    logic later_mulbusy;
    logic mulstop;
    logic mulwait;
    always_ff @(posedge clk or negedge rst_n) begin
        if (!rst_n) begin
            late_mulbusy  <= 1'b0;
            later_mulbusy <= 1'b0;
            mulstop       <= 1'b0;
        end
        else begin
            late_mulbusy  <= EX_busy;
            later_mulbusy <= late_mulbusy;
            case (mulstop)
                1'b0: begin
                    if (muldiv)
                        mulstop <= 1'b1;
                    else
                        mulstop <= 1'b0;
                end
                1'b1: begin
                    if (!EX_busy)
                        mulstop <= muldiv;  
                    else
                        mulstop <= 1'b1;
                end
            endcase
        end
    end
    assign mulwait = EX_busy ? mulstop : 1'b0;
    assign MUL_stall = ~(mulwait & late_mulbusy);
    assign IF_ID_stall = HDU_wait | mulwait | memwait;
    logic memwait_d1;
    logic mem_df;
    always_ff @(posedge clk or negedge rst_n) begin
        if (!rst_n)
            memwait_d1 <= 1'b0;
        else
            memwait_d1 <= memwait;
    end
    assign mem_df = memwait & ~memwait_d1;
    logic mem_df_d1;
    logic mem_df_d2;
    always_ff @(posedge clk or negedge rst_n) begin
        if (!rst_n) begin
            mem_df_d1 <= 1'b0;
            mem_df_d2 <= 1'b0;
        end
        else begin
            mem_df_d1 <= mem_df;
            mem_df_d2 <= mem_df_d1;
        end
    end
    logic EX_MEM_stall_skip;
    logic EX_MEM_stall_noskip;
    logic EX_MEM_stall_final;
    assign EX_MEM_stall_skip =
        memwait & late_memwait;
    assign EX_MEM_stall_noskip =
        (memwait & late_memwait & ~MEM_done) |
        mem_df_d1;
    generate
        if (MEM_SKIP)
            assign EX_MEM_stall_final = EX_MEM_stall_skip;
        else
            assign EX_MEM_stall_final = EX_MEM_stall_noskip;
    endgenerate
    assign EX_MEM_stall = EX_MEM_stall_final;
    logic MEM_WB_stall_skip;
    logic MEM_WB_stall_noskip;
    logic MEM_WB_stall_final;
    assign MEM_WB_stall_skip =
        (late_memwait & later_memwait & ~MEM_done) |
        (late_mulbusy & later_mulbusy);
    assign MEM_WB_stall_noskip =
        (memwait & later_memwait) |
        (late_mulbusy & later_mulbusy) |
        mem_df_d2;
    generate
        if (MEM_SKIP)
            assign MEM_WB_stall_final = MEM_WB_stall_skip;
        else
            assign MEM_WB_stall_final = MEM_WB_stall_noskip;
    endgenerate
    assign MEM_WB_stall = MEM_WB_stall_final;
    assign MUL_stb  = (mulstop & ~late_mulbusy);
    assign MUL_stop = mulstop;
    assign nWait    = ~mulwait & ~memwait;
endmodule
### ./run.sh
#!/bin/bash
# OpenROAD 26Q1-2900-gdf79404cd8, Yosys 0.63+post, stock flow scripts
make -C /OpenROAD-flow-scripts/flow DESIGN_CONFIG=/design/flow/config.mk WORK_HOME=/design/flow/orfs finish
### ./config.mk
export PLATFORM = sky130hd
export DESIGN_NAME = stall_unit
export DESIGN_NICKNAME = stall_unit
export VERILOG_FILES = /design/flow/design.v
export SDC_FILE = /design/flow/constraint.sdc
export NUM_CORES = 4
export LEC_CHECK = 1
export CORE_AREA = 10 10 70 70
export DIE_AREA = 0 0 80 80
### ./constraint.sdc
current_design stall_unit

set clk_period 1.5
set clk_io_pct 0.2

create_clock -name clk0 -period $clk_period [get_ports {clk}]

set non_clock_inputs [all_inputs -no_clocks]
set_input_delay [expr $clk_period * $clk_io_pct] -clock clk0 $non_clock_inputs
set_output_delay [expr $clk_period * $clk_io_pct] -clock clk0 [all_outputs]
==> run summary <==
The synthesis and PnR run went through. Grouping stages by cell kind, the critical path spends the most delay in buffers and inverters. Setup slack closes at 0.0863 ns. Post-synthesis mux area share landed at 0%. Critical path's largest stage delay landed at 0.33 ns. Synthesized area landed at 265 um2. Clock latency reported for the late side of the worst-skew pair landed at 0.25 ns. Number of sinks on the clock net landed at 7. Maximum resistive drop on vdd landed at 0.000227 V. The switching component of the power was reported as 103 uW. Per the detail_route log, the uppermost layer with routed signals is met4. Warning count from the yosys run landed at 1. Number of buffers added on ports landed at 15. Leaving out fill and tap cells, the most frequent cells in the layout are dfrtp_1, dlygate4sd2_1, buf_4, clkdlybuf4s50_1. Required arrival time at the worst endpoint landed at 1.20 ns. The worst setup path is captured at an output port. According to the floorplan report, the placeable core area is 0.00342 mm2. Looking at the power breakdown, sequential logic takes 45.8% of the total. 16 I/O pins were placed. For the final database, setup skew stands at 0.00114 ns. Largest fanout of any net on the critical path landed at 3. The final timing report lists a max-slew violation count of 0. Total routing usage reported by global routing landed at 2.47%. The run finished with clean final reports.

The routed design uses 325 um of met2 wire. Per the run summary, max-cap violations total 0. Combinational logic burns 18.2% of the power. Per the Yosys statistics, synthesis produced 22 cells. TritonCTS built the clock tree. CTS placed an instance of clkbuf_4 at the clock tree root. The cell sequence reported for the critical path is nand2_2 > buf_4 > buf_6 > a21boi_2 > buf_2. Post-route fraction of the period consumed by the critical path landed at 94.2%. Switching portion of total power landed at 22.1%. Ratio of total power to cell area landed at 832 mW/mm2.

By instance count after routing, the leading logic cell type is dfrtp_1. Fraction of the yosys area taken by sequential cells landed at 66.0%. The die covers 0.00640 mm2. For the worst flop-to-flop path, the logic depth is 5. Final non-filler cell total landed at 94.

Number of global-route vias before repair landed at 239. In this run the layout overhead on the synthesized area is reported as 110%. The data arrival time reported for the critical path is 1.11 ns.

Detailed placement finished with a half-perimeter wire length of 654 um. Achievable frequency landed at 0.707 GHz. Count of routing violations after the opening detailed-route iteration landed at 20.

Amount of wire on met3 after detailed routing landed at 73 um. Detailed-routing wirelength on met1 landed at 394 um. Summed over all layers, the global routing overflow is 0. Total of endpoints with negative setup slack in the final report landed at 0. CTS built an H-tree with a depth of 1. Combined buffer and inverter count along the critical path landed at 3. Post-synthesis share of cell area spent on full adders, half adders and majority gates landed at 0%.

Remaining antenna violation count landed at 0. Maximum number of pins on one net before global-route repair landed at 8. Initial core utilization landed at 7.77%.

Synthesis produced 22 cells. Before CTS, the worst setup slack after placement is -0.361 ns. Summing over every cut layer, the via total after detailed routing is 259. According to the report, the first pass of detailed routing completed in 3 iterations. The worst-case reg-to-reg setup slack stands at 0.53 ns. The clock network is responsible for 36.0% of the overall power. According to the hold report, the worst path is of the input pin to asynchronous set/reset pin type. Synthesized area per cell landed at 12.1 um2. Number of remaining DRC errors landed at 0. Placement row count landed at 21. Clock-pin slew was measured on the worst setup and hold paths at 0.05 ns. Fraction of the mapped netlist area in simple logic gates landed at 24.5%. Counting distinct cell types in the post-synthesis netlist gives 11. The initial antenna violation count is 0. The worst setup path is launched from a register. Summing the areas of all compound-gate instances in the mapped netlist gives 8.02% of the synthesized area. Total instance count after detailed placement landed at 84. Measured against its own limit, the worst slew margin works out to 78.7%. At the pin with the least slew margin, the transition time is 0.319 ns. STA lists the startpoint of the worst register-to-register path as access.

In this run the vertical extent of the chip is 80 um. Synthesis inferred 7 register bits. After synthesis, the largest family of logic cells by area is simple AND/OR/NAND/NOR gates. STA lists the endpoint of the worst register-to-register path as memstop. Chip area estimate from yosys synthesis landed at 265 um2. Per the final timing report, the hold violations number 0.

Time the final worst path needs with I/O delays and setup landed at 1.41 ns. Parity-gate share of the synthesized area counting xor and xnor cells landed at 0%. Static leakage landed at 0.270 nW. Hold buffer count at cts landed at 0. The critical path's slowest stage uses the library cell dfrtp_1. Maximum count of clock buffers along a single path landed at 2.

The final antenna diode tally reported by the flow is 0. The critical path in this run is classified as register to output port. Hold is met by 0.310 ns. Routability-driven placement finished with a final weighted congestion of 0.771.

Tally of OpenROAD warnings landed at 25. Total wirelength of the detailed-routed design landed at 812 um. Per the OpenROAD floorplan log, the width of the die is 80 um. Per the detail_route report, vias per standard cell equal 2.76. The routed design shows a wire length per standard cell of 8.64 um. Wire length of the first global-routing pass landed at 1260 um. Per the final layout report, the fraction of cells sized above drive strength 1 comes to 37.5%. Total clock buffers created by CTS landed at 3. Internal power contribution landed at 362 uW.
-- power by group through the flow --
stage / Sequential, mW / Combinational, mW / Clock [mW]
final: 0.213 / 0.0845 / 0.167
after CTS: 0.211 / 0.0834 / 0.175
after global routing: 0.214 / 0.0944 / 0.191
-- metal layers --
metal	GRT usage, %	vias to the layer above
li1	-	127
met1	3.30	117
met2	3.05	13
met5	0	-
met4	0.880	0
met3	1.59	2
-- kinds of logic after synthesis --
| family | after synthesis |
|---|---|
| compound gates | 3 |
| buf+inv | 1 |
| flops | 7 |
| simple gates | 11 |
-- layout make-up --
cell class | count | area, um2
fill | 388 | 2860
timing repair buffer | 22 | 194
sequential | 7 | 175
multi-input combinational | 14 | 101
tap | 46 | 57.6
clock buffer | 4 | 26.3
inverter | 1 | 3.75
-- state kept, by name, indices dropped and copies added, names as in the netlist --
signal,flops
later_memwait,1
mulstop,1
later_mulbusy,1
late_memwait,1
access,1
memstop,1
late_mulbusy,1
-- synthesized netlist by cell type --
master | n | area [um2]
dfrtp_1 | 7 | 175
nand2_1 | 5 | 18.8
o21ai_0 | 2 | 10.0
a21boi_2 | 1 | 11.3
and3_1 | 1 | 6.26
inv_1 | 1 | 3.75
nand2b_1 | 1 | 6.26
nand2b_4 | 1 | 13.8
nand3_1 | 1 | 5.00
nand4b_1 | 1 | 8.76
nor2b_1 | 1 | 6.26
-- worst reg2reg max path: stages, from the launching register on --
cell     delay (ns)
dfrtp_1        0.33
nand2_2        0.07
buf_4          0.13
buf_6          0.11
buf_4          0.12
o21ai_0        0.13
-- through the flow --
step	cell area [um2]	power, mW	util (%)	TNS (ns)
3_3_place_gp	480	0.293	14.1	-1.52
6_report	558	0.464	16.3	0
3_5_place_dp	480	0.293	14.1	-1.56
5_1_grt	558	0.499	16.3	-0.00220
4_1_cts	541	0.470	15.8	0
2_1_floorplan	265	0.232	-	0
-- worst max path at each step --
stage         startpoint            to  slack [ns]  depth (start not counted)
finish            access  EX_MEM_stall        0.09                          5
global route      access  EX_MEM_stall      -0.002                          5
CTS              mulstop         nWait       0.004                          4
-- what timing repair did --
item                                    4_1_cts  5_1_grt
endpoints found under the setup margin        7        6
resized                                      16        6
hold endpoints to repair                      0        0
pin swaps                                     3        1
buffers inserted                              5        2
Power and IR drop assume default switching activity.
