**flow/config.mk**
```make
export PLATFORM = sky130hd
export DESIGN_NAME = arcabuco_write_back
export DESIGN_NICKNAME = arcabuco_write_back
export VERILOG_FILES = /design/flow/design.v
export SDC_FILE = /design/flow/constraint.sdc
export NUM_CORES = 4
export LEC_CHECK = 1
export CORE_AREA = 10 10 71 71
export DIE_AREA = 0 0 81 81
```
**flow/constraint.sdc**
```tcl
current_design arcabuco_write_back

set clk_period 3.2
set clk_io_pct 0.2

create_clock -name clk0 -period $clk_period

set non_clock_inputs [all_inputs -no_clocks]
set_input_delay [expr $clk_period * $clk_io_pct] -clock clk0 $non_clock_inputs
set_output_delay [expr $clk_period * $clk_io_pct] -clock clk0 [all_outputs]
```
**flow/design.v**
```verilog
package arcabuco_core_pack;
typedef enum logic [3:0]{ alu_nop2=4'd0,alu_nop1,alu_sll, alu_srl,  alu_sra, alu_add, alu_sub, alu_xor,  alu_or,   alu_and, alu_slt,
                          alu_sltu, alu_eq,  alu_neq, alu_grt, alu_grtu} t_alu_opcode;
typedef enum logic [2:0]{ mul=3'd0, mulh, mulhsu, mulhu, div, divu, rem, remu} t_muldiv_opcode;
localparam [31:0] INIT_PC    =  '0;
localparam [0:0]  MEM_SKIP   = 1'b1;
localparam [0:0]  HAVE_MUL   = 1'b1;
localparam [0:0]  MUL_BUFF   = 1'b1;
localparam int    MUL_STAGES = 2;
localparam [7:0] TCM_BASE=8'h01; 
localparam [7:0] DPB_BASE=8'h02; 
typedef enum logic [5:0] {
    inst_invalid = 6'd0,
    inst_lui     = 6'd1,
    inst_auipc   = 6'd2,
    inst_jal     = 6'd3,
    inst_beq     = 6'd4,
    inst_bne     = 6'd5,
    inst_blt     = 6'd6,
    inst_bge     = 6'd7,
    inst_bltu    = 6'd8,
    inst_bgeu    = 6'd9,
    inst_sb      = 6'd10,
    inst_sh      = 6'd11,
    inst_sw      = 6'd12,
    inst_jalr    = 6'd13,
    inst_lb      = 6'd14,
    inst_lh      = 6'd15,
    inst_lw      = 6'd16,
    inst_lbu     = 6'd17,
    inst_lhu     = 6'd18,
    inst_addi    = 6'd19,
    inst_slti    = 6'd20,
    inst_sltiu   = 6'd21,
    inst_xori    = 6'd22,
    inst_ori     = 6'd23,
    inst_andi    = 6'd24,
    inst_slli    = 6'd25,
    inst_srli    = 6'd26,
    inst_srai    = 6'd27,
    inst_ebreak  = 6'd28,
    inst_csrrw   = 6'd29,
    inst_csrrs   = 6'd30,
    inst_csrrc   = 6'd31,
    inst_csrrwi  = 6'd32,
    inst_csrrsi  = 6'd33,
    inst_csrrci  = 6'd34,
    inst_add     = 6'd35,
    inst_mul     = 6'd36,
    inst_sub     = 6'd37,
    inst_sll     = 6'd38,
    inst_mulh    = 6'd39,
    inst_slt     = 6'd40,
    inst_mulhsu  = 6'd41,
    inst_sltu    = 6'd42,
    inst_mulhu   = 6'd43,
    inst_xor_    = 6'd44,
    inst_div     = 6'd45,
    inst_srl     = 6'd46,
    inst_divu    = 6'd47,
    inst_sra     = 6'd48,
    inst_or_     = 6'd49,
    inst_rem     = 6'd50,
    inst_and_    = 6'd51,
    inst_remu    = 6'd52
} t_instruction;
typedef struct packed {
    logic        mux1_select;    
    logic [1:0]  mux2_select;    
    logic        jump;           
    logic        en;
} if_ctrl_t;
typedef struct packed {
    logic        wen        ;
    logic  [1:0] mux1_select;
    logic        mux2_select;
    logic        mux4_select;
    logic        mux5_select;
} id_ctrl_t;
typedef struct packed {
   logic [4:0]  rd_addr_out ;
   logic [4:0]  rs1_addr_out;
   logic [4:0]  rs2_addr_out;
} rf_addrs_t;
typedef struct packed {
   logic [31:0]   rs1_data_out;
   logic [31:0]   rs2_data_out;
   logic [31:0]   imm_data_out;
   rf_addrs_t     id_ctrl_out;
} id_ex_pipe_t;
typedef struct packed {
t_alu_opcode     alu_selector;
t_muldiv_opcode  muldiv_selector;
logic            muldiv_en;
logic  [1:0]     mux1_select; 
logic  [1:0]     mux2_select;
logic            mux3_select;
} ex_ctrl_cmd_t;
typedef struct packed {
logic comp_res;
logic mul_busy;
logic memory_access;
} ex_ctrl_rsp_t;
typedef struct packed {
    logic [1:0]  write; 
    logic [2:0]  read;  
} mem_ctrl_t;
typedef struct packed {
logic if_flush;
logic if_en;
logic mem_wb_stall;
logic ex_mem_stall;
} pipe_ctrl_t;
endpackage
interface reg_if #( parameter DATA_W=32,
                    parameter ADDR_W=32) ();
    logic [DATA_W-1:0] data_w,data_r;
    logic [ADDR_W-1:0] addr;
    logic              ren, wen;
    modport master(
    input data_r,
    output addr,data_w,wen,ren
    );
    modport slave(
    output data_r,
    input addr,data_w,wen,ren
    );
endinterface
interface mem_if #( parameter DATA_W=32,
                    parameter ADDR_W=32) ();
    logic              valid;
    logic              abort;
    logic              we;
    logic [1:0]        size;
    logic [ADDR_W-1:0] addr;
    logic [DATA_W-1:0] data_w;
    logic [DATA_W-1:0] data_r;
    logic              ready;
    modport master (
        output valid, abort, we, addr, size, data_w,
        input  data_r, ready
    );
    modport slave (
        input  valid, abort, we, addr, size, data_w,
        output data_r, ready
    );
endinterface
package arcabuco_system_config;
  parameter int NPADS=2;
endpackage
module arcabuco_write_back (
    input  logic [31:0] mem_out,
    input  logic [31:0] alu_out,
    input  logic [31:0] mul_out,
    input  logic [1:0]  mux1_select,
    output logic [31:0] out
);
    always_comb begin
        if (mux1_select == 2'd0) begin
            out = alu_out;                  
        end
        else if (mux1_select == 2'd1) begin
            out = mem_out;                  
        end
        else begin
            out = mul_out;                  
        end
    end
endmodule
```
**flow/run.sh**
```bash
#!/bin/bash
# OpenROAD 26Q1-2900-gdf79404cd8, Yosys 0.63+post, stock flow scripts
make -C /OpenROAD-flow-scripts/flow DESIGN_CONFIG=/design/flow/config.mk WORK_HOME=/design/flow/orfs finish
```
==> flow_summary.yaml <==
# generated from flow reports
cells_and_area:
  fillers: 334
  final_cells: 276
  flops: 0
  flop_area_sq_um: 0
  clkbuf_count: 0
  synthToLayoutAreaGrowth_pct: 180
  drive_above_1_share: 0.0263
final_timing:
  tightest_slew_ps: 356
  holdWs_ps: 2030
  rsz0062_at_grt: "no"
  finalHoldViolations: 0
  min_period_ps: 2560
  slew_headroom: 0.762
  max_freq_mhz: 390
  min_period_over_period: 0.802
  finalSetupTns_ps: 0
  drv_slew: 0
  setup_viol: 0
drt:
  via_count: 1163
  drt-initial-drc-count: 39
  met1Wirelength_microns: 1390
  dr.pass1.iters: 2
  routed_wl_microns: 4080
  antenna_left: 0
  diodes: 0
  met3_wirelength_microns: 523
  drc: 0
  viasPerCell: 4.21
  met2_length_microns: 2160
  wl_per_cell_microns: 14.8
  topRoutingLayerUsed: "met3"
die:
  dieHeight_microns: 81
  core.rowCount: 22
  fp_util: 0.197
  io_pins: 130
  die_w_microns: 81
  core_region_area_sq_mm: 0.00363
  die_area_sq_mm: 0.00656
global_routing:
  grt_pass1_vias: 1188
  grt.total_usage: 0.114
  grt_antenna_before_repair: 0
  grt_max_degree: 49
  grt_pass1_wl_microns: 6040
  overflow: 0
worst_setup_path:
  cp_num_cells: 5
  crit_type: "input pin to output port"
  cp_max_fo: 21
  cp_cell_sequence: "buf_2 > buf_12 > mux2i_1 > o21ai_1 > clkdlybuf4s50_1"
  cp-start-kind: "input pin"
  crit_family: "buffers and inverters"
  end_kind: "output port"
  cp.buffers_inverters: 3
  crit_arrival_ps: 1920
  max_stage_delay_ps: 450
  cpMaxStageDelayCell: "clkdlybuf4s50_1"
  cp.required_ps: 2560
synth:
  yosys.stat.seqShare: 0
  ys_cells: 107
  synth_warnings: 1
  synth_area_leader_cell: "mux2i_1"
  synth_area_per_cell_sq_um: 6.68
  netlist_top_cells_area: "mux2i_1 (45%), o21ai_1 (20%), nand2_1 (17%)"
  yosysTopAreaCellShare: 0.448
  ys_chip_area_sq_um: 714
  synth_cells: 107
  syn_area_sq_um: 714
  synth.distinct_cells: 8
cts:
  postCtsResizedCells: 0
  cts_hold_buf: 0
  post_cts_buffers: 0
placement:
  gp_congestion: 0.803
  port_buffers: 130
  dp_hpwl_microns: 3650
  dp.cells: 276
job:
  warnings: 32
  drv_cap: 0
status:
  run_status: "finished clean"
hold_path:
  hp-class: "input pin to output port"
  holdPathStages: 4
pwr:
  finalPower_mw: 0.259
  p_leak_nw: 0.831
  power_density_mw_per_mm2: 130
  vdd_drop_max_mv: 0.0648
worst min-delay path: stages:
cell and delay (ps):
buf_2 200, nand2_1 90, o21ai_1 50, clkdlybuf4s50_1 400
kinds of logic (layout without fill, tap and decap cells):
kind of cell | Yosys count | after routing | synth area share
compound gates | 32 | 32 | 0.235
buf+inv | 11 | 132 | 0.149
mux | 32 | 32 | 0.448
simple gates | 32 | 32 | 0.168
Yosys cell counts (all sizes together):
master / n
nand2: 32
mux2i: 32
buf: 11
o21ai: 32
cell usage in the layout, fill, tap and decap left out, drive strengths merged:
| master | n |
|---|---|
| buf | 4 |
| clkdlybuf4s50 | 128 |
| nand2 | 32 |
| o21ai | 32 |
| mux2i | 32 |
final cells by class:
class | count | area, sq um | area share
repair buffers | 132 | 1330 | 0.666
multi-input cells | 96 | 608 | 0.304
well taps | 48 | 60.1 | 0.0300
final timing paths:
kind,slack [ps],start,end
setup / recovery,640,mux1_select[0],out[25]
hold / removal,2030,mux1_select[1],out[20]
layer usage:
metal | global-route usage | vias up
li1 | - | 619
met1 | 0.122 | 485
met2 | 0.209 | 59
met3 | 0.0590 | 0
met4 | 0 | 0
met5 | 0 | -
through the flow:
stage | area (sq um) | utilization | worst slack, ps
3_3_place_gp | 2000 | 0.550 | 630
6_report | 2000 | 0.550 | 635
4_1_cts | 2000 | 0.550 | 611
5_1_grt | 2000 | 0.550 | 493
3_5_place_dp | 2000 | 0.550 | 613
2_1_floorplan | 714 | - | 1420
power by group:
group	leakage (nW)	switching, mW	internal, mW
Combinational	0.831	0.0649	0.194
Clock	0	0	0
Sequential	0	0	0
Total	0.831	0.0649	0.194
Power and IR drop assume default switching activity.
