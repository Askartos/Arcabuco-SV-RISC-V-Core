File: ./config.mk
export PLATFORM = sky130hd
export DESIGN_NAME = hazard_detection_unit
export DESIGN_NICKNAME = hazard_detection_unit
export VERILOG_FILES = /design/flow/design.v
export SDC_FILE = /design/flow/constraint.sdc
export NUM_CORES = 4
export LEC_CHECK = 1
export CORE_AREA = 10 10 70 70
export DIE_AREA = 0 0 80 80
File: ./design.v
package arcabuco_core_pack;
typedef enum logic [3:0]{ alu_nop2=4'd0,alu_nop1,alu_sll, alu_srl,  alu_sra, alu_add, alu_sub, alu_xor,  alu_or,   alu_and, alu_slt,
                          alu_sltu, alu_eq,  alu_neq, alu_grt, alu_grtu} t_alu_opcode;
typedef enum logic [2:0]{ mul=3'd0, mulh, mulhsu, mulhu, div, divu, rem, remu} t_muldiv_opcode;
localparam [31:0] INIT_PC    =  '0;
localparam [0:0]  MEM_SKIP   = 1'b1;
localparam [0:0]  HAVE_MUL   = 1'b1;
localparam [0:0]  MUL_BUFF   = 1'b1;
localparam int    MUL_STAGES = 2;
localparam [7:0] TCM_BASE=8'h01; 
localparam [7:0] DPB_BASE=8'h02; 
typedef enum logic [5:0] {
    inst_invalid = 6'd0,
    inst_lui     = 6'd1,
    inst_auipc   = 6'd2,
    inst_jal     = 6'd3,
    inst_beq     = 6'd4,
    inst_bne     = 6'd5,
    inst_blt     = 6'd6,
    inst_bge     = 6'd7,
    inst_bltu    = 6'd8,
    inst_bgeu    = 6'd9,
    inst_sb      = 6'd10,
    inst_sh      = 6'd11,
    inst_sw      = 6'd12,
    inst_jalr    = 6'd13,
    inst_lb      = 6'd14,
    inst_lh      = 6'd15,
    inst_lw      = 6'd16,
    inst_lbu     = 6'd17,
    inst_lhu     = 6'd18,
    inst_addi    = 6'd19,
    inst_slti    = 6'd20,
    inst_sltiu   = 6'd21,
    inst_xori    = 6'd22,
    inst_ori     = 6'd23,
    inst_andi    = 6'd24,
    inst_slli    = 6'd25,
    inst_srli    = 6'd26,
    inst_srai    = 6'd27,
    inst_ebreak  = 6'd28,
    inst_csrrw   = 6'd29,
    inst_csrrs   = 6'd30,
    inst_csrrc   = 6'd31,
    inst_csrrwi  = 6'd32,
    inst_csrrsi  = 6'd33,
    inst_csrrci  = 6'd34,
    inst_add     = 6'd35,
    inst_mul     = 6'd36,
    inst_sub     = 6'd37,
    inst_sll     = 6'd38,
    inst_mulh    = 6'd39,
    inst_slt     = 6'd40,
    inst_mulhsu  = 6'd41,
    inst_sltu    = 6'd42,
    inst_mulhu   = 6'd43,
    inst_xor_    = 6'd44,
    inst_div     = 6'd45,
    inst_srl     = 6'd46,
    inst_divu    = 6'd47,
    inst_sra     = 6'd48,
    inst_or_     = 6'd49,
    inst_rem     = 6'd50,
    inst_and_    = 6'd51,
    inst_remu    = 6'd52
} t_instruction;
typedef struct packed {
    logic        mux1_select;    
    logic [1:0]  mux2_select;    
    logic        jump;           
    logic        en;
} if_ctrl_t;
typedef struct packed {
    logic        wen        ;
    logic  [1:0] mux1_select;
    logic        mux2_select;
    logic        mux4_select;
    logic        mux5_select;
} id_ctrl_t;
typedef struct packed {
   logic [4:0]  rd_addr_out ;
   logic [4:0]  rs1_addr_out;
   logic [4:0]  rs2_addr_out;
} rf_addrs_t;
typedef struct packed {
   logic [31:0]   rs1_data_out;
   logic [31:0]   rs2_data_out;
   logic [31:0]   imm_data_out;
   rf_addrs_t     id_ctrl_out;
} id_ex_pipe_t;
typedef struct packed {
t_alu_opcode     alu_selector;
t_muldiv_opcode  muldiv_selector;
logic            muldiv_en;
logic  [1:0]     mux1_select; 
logic  [1:0]     mux2_select;
logic            mux3_select;
} ex_ctrl_cmd_t;
typedef struct packed {
logic comp_res;
logic mul_busy;
logic memory_access;
} ex_ctrl_rsp_t;
typedef struct packed {
    logic [1:0]  write; 
    logic [2:0]  read;  
} mem_ctrl_t;
typedef struct packed {
logic if_flush;
logic if_en;
logic mem_wb_stall;
logic ex_mem_stall;
} pipe_ctrl_t;
endpackage
interface reg_if #( parameter DATA_W=32,
                    parameter ADDR_W=32) ();
    logic [DATA_W-1:0] data_w,data_r;
    logic [ADDR_W-1:0] addr;
    logic              ren, wen;
    modport master(
    input data_r,
    output addr,data_w,wen,ren
    );
    modport slave(
    output data_r,
    input addr,data_w,wen,ren
    );
endinterface
interface mem_if #( parameter DATA_W=32,
                    parameter ADDR_W=32) ();
    logic              valid;
    logic              abort;
    logic              we;
    logic [1:0]        size;
    logic [ADDR_W-1:0] addr;
    logic [DATA_W-1:0] data_w;
    logic [DATA_W-1:0] data_r;
    logic              ready;
    modport master (
        output valid, abort, we, addr, size, data_w,
        input  data_r, ready
    );
    modport slave (
        input  valid, abort, we, addr, size, data_w,
        output data_r, ready
    );
endinterface
package arcabuco_system_config;
  parameter int NPADS=2;
endpackage
module hazard_detection_unit (
    input  logic [2:0] dm_read_ex,
    input  logic [4:0] rs1_id,
    input  logic [4:0] rs2_id,
    input  logic [4:0] rd_ex,
    input  logic [4:0] rd_mem,
    input  logic       is_jalr,
    output logic       mux3_ctr_id,
    output logic       flop_ctr_if
);
    logic mem_hazard;
    logic jalr_hazard;
    assign mem_hazard =
        (dm_read_ex != 3'b000) &&
        ((rd_ex == rs1_id) || (rd_ex == rs2_id));
    assign jalr_hazard =
        is_jalr &&
        ((rd_ex == rs1_id) || (rd_mem == rs1_id));
    always_comb begin
        if (mem_hazard || jalr_hazard) begin
            flop_ctr_if = 1'b0;
            mux3_ctr_id = 1'b1;
        end
        else begin
            flop_ctr_if = 1'b1;
            mux3_ctr_id = 1'b0;
        end
    end
endmodule
File: ./run.sh
#!/bin/bash
# OpenROAD 26Q1-2900-gdf79404cd8, Yosys 0.63+post, stock flow scripts
make -C /OpenROAD-flow-scripts/flow DESIGN_CONFIG=/design/flow/config.mk WORK_HOME=/design/flow/orfs finish
File: ./constraint.sdc
current_design hazard_detection_unit

set clk_period 1.8
set clk_io_pct 0.2

create_clock -name clk0 -period $clk_period

set non_clock_inputs [all_inputs -no_clocks]
set_input_delay [expr $clk_period * $clk_io_pct] -clock clk0 $non_clock_inputs
set_output_delay [expr $clk_period * $clk_io_pct] -clock clk0 [all_outputs]
==> ci_impl_report.md <==
### Flow metrics

| Metric | Value |
|---|---|
| Iteration-0 DRC Markers | `9` |
| Top Family by Delay on Critical Path | `AND-OR/OR-AND gates` |
| Peak Freq | `562 MHz` |
| Hold path cells | `5` |
| CP cell instances | `buf_2, xnor2_2, nand3_2, a2111oi_4, nor3_1, clkdlybuf4s15_1` |
| First-pass GRT wire length | `1.61 mm` |
| Registers | `0` |
| Die height | `80 um` |
| N_diodes | `0` |
| Max Cap Viol | `0` |
| Synthesis Warnings | `1` |
| Final setup violating endpoints | `0` |
| Ys cells | `25` |
| Critical path class | `in -> out` |
| Arr. time, crit path | `1420 ps` |
| Period utilisation layout | `between 90% and 100%` |
| P_int | `64.3 uW` |
| Sw Share | `43.0%` |
| Register area | `0 um2` |
| Result of the run | `finished clean` |
| Worst Hold Class | `in -> out` |
| Antenna violations before repair | `0` |
| Final Cell Area | `551 um2` |
| All-Layer GR Usage | `3.22%` |
| GP Congestion | `0.789` |
| FP Rows | `21` |
| Setup crit start kind | `primary input` |
| Fin. max-slew vios | `0` |
| Worst-path fanout max | `2` |
| DR pass1 iterations | `4` |
| Static Leak | `0.000219 uW` |
| DR vias/cell | `2.88` |
| Vias in the first global route | `296` |
| Largest net degree at the start of global routing | `3` |
| Share of post-route cells with drive strength above 1 | `between 40% and 50%` |
| Net Switching | `48.5 uW` |
| I/O pin count | `26` |
| VDD IR-drop max | `0.0718 mV` |
| Final Util | `between 15 and 20%` |
| Grt met1 use | `roughly 5.6%` |
| Most numerous logic cells after layout | `dlygate4sd2_1, buf_2, xnor2_1` |
| Vias | `282` |
| Grt total ovfl | `0` |
| Placed cell areas | `529 um2` |
| Sequential Power Share | `0%` |
| CP max stage cell | `a2111oi_4` |
| Critical path buffers and inverters | `2` |
| DP Worst Slack | `-611 ps` |
| Global Route met3 Usage | `between 1.5 and 2%` |
| Cells after Synth | `25` |
| Yosys chip area | `204 um2` |
| DIE AREA | `6400 um2` |
| Area delta synth->final | `170%` |
| Post-synth seq share | `0%` |
| Comb pwr share | `100.0%` |
| RSZ-0062 raised after global routing | `yes` |
| Met2 Use GR | `3.05%` |
| Worst path max stage delay | `340 ps` |
| Clock power share | `0%` |
| Power Dens Cells | `205 nW/um2` |
| Clkbuf count | `0` |
| Final WL | `1.13 mm` |
| Tool warnings | `33` |
| Wire length per cell | `~11 um` |
| Final worst slack | `21.1 ps` |
| Kind of end point of the critical path | `output pin` |
| Tmin final | `approximately 1800 ps` |
| Cell Type Count | `9` |
| Gr busiest metal | `met1` |
| Avg Cell Area, Syn | `8.16 um2` |
| Initial Util | `5.97%` |
| Residual DRC count | `0` |
| Worst Max-Slew Pin Slew | `266 ps` |
| Critical path depth | `6` |
| Port bufs | `26` |
| Hold Violations, Final | `0` |
| Post-Syn Area | `204 um2` |
| Die Wd | `80 um` |
| Final antenna-violating net count | `0` |
| Worst EP required | `1440 ps` |
| Slew HR | `82.3%` |
| Core area | `3420 um2` |
| Dpl hpwl | `around 1000 um` |
area by class of cell:
| cell class | count | area [um2] |
|---|---|---|
| Inverter | 1 | 3.75 |
| Tap cell | 46 | 57.6 |
| Fill cell | 399 | 2870 |
| Timing Repair Buffer | 27 | 215 |
| Multi-Input combinational cell | 24 | 274 |
power by group through the flow:
stage	clock network (uW)	registers [uW]	logic [uW]
4_1_cts	0	0	114
6_report	0	0	113
5_1_grt	0	0	121
layer usage:
layer | vias up | wire length [um]
met1 | 117 | 652
met5 | - | 0
met4 | 0 | 0
met2 | 23 | 284
met3 | 0 | 190
li1 | 142 | -
per-stage QoR:
stage	power (uW)	hold WS [ps]	instances	TNS, ps
floorplan	36.9	898	25	0
global placement	114	1900	98	-1090
detailed placement	114	1930	98	-1130
CTS	114	1280	98	0
global route	121	1360	98	-35.4
finish	113	1320	98	0
cell usage after synthesis:
cell type | instances | area (um2)
nor3_1 | 3 | 15.0
nand3_2 | 1 | 10.0
inv_1 | 1 | 3.75
xor2_1 | 4 | 35.0
nand4_1 | 2 | 12.5
xnor2_1 | 11 | 96.3
a2111oi_2 | 1 | 15.0
nor3_2 | 1 | 10.0
or3_1 | 1 | 6.26
path summary, 6_finish.rpt:
path,from,slack (ps),endpoint
hold / removal,rd_ex[1],1320,mux3_ctr_id
setup / recovery,rs1_id[4],20,flop_ctr_if
cells by family after synthesis:
logic type	after synthesis	share of synthesized area [%]
xor+xnor	15	64.4
simple gates	8	26.4
compound gates	1	7.36
buf+inv	1	1.84
timing repair:
action / in CTS / in global routing
setup buffers: 0 / 0
gates resized: 71 / 3
hold buffers: 0 / 0
endpoints found under the setup margin: 2 / 2
pin swaps: 18 / 2
Power figures rest on the tool's default switching activity, not on a simulated workload.
